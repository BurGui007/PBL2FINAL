[./run.sh]
#!/bin/bash
# OpenROAD 26Q1-2900-gdf79404cd8, Yosys 0.63+post, stock flow scripts
make -C /OpenROAD-flow-scripts/flow DESIGN_CONFIG=/design/flow/config.mk WORK_HOME=/design/flow/orfs finish
[./config.mk]
export PLATFORM = sky130hd
export DESIGN_NAME = reguniversal
export DESIGN_NICKNAME = reguniversal
export VERILOG_FILES = /design/flow/design.v
export SDC_FILE = /design/flow/constraint.sdc
export NUM_CORES = 4
export LEC_CHECK = 1
export CORE_AREA = 10 10 74 74
export DIE_AREA = 0 0 84 84
[./constraint.sdc]
current_design reguniversal

set clk_period 1.1
set clk_io_pct 0.2

create_clock -name clk0 -period $clk_period [get_ports {clk}]

set non_clock_inputs [all_inputs -no_clocks]
set_input_delay [expr $clk_period * $clk_io_pct] -clock clk0 $non_clock_inputs
set_output_delay [expr $clk_period * $clk_io_pct] -clock clk0 [all_outputs]
[./design.v]
module ffd(d,ck,q);
	input d,ck;  
	output reg q;  
	always @(posedge ck) begin
		q <= d; 
	end 
endmodule 
module mux4x1 (b0,b1,e0,e1,e2,e3,S);
	input b0,b1,e0,e1,e2,e3;  
	output S;  
	wire f0,f1,f2,f3;  
	not(nb0,b0);
	not(nb1,b1);
	and (f0,e0, nb1,nb0);  
	and (f1,e1, nb1,b0);
	and (f2,e2, b1,nb0);
	and (f3,e3, b1,b0);
	or (S, f0,f1,f2,f3);
endmodule 
module reguniversal (clk, b0,b1,q9,q10,q11,q12,q13,q14,q15,d0,d1,d2,d3,d4,d5,d6,d7,d8,d9,d10,d11,d12,d13,d14,d15);
	input clk, b0,b1,d0,d1,d2,d3,d4,d5,d6,d7,d8,d9,d10,d11,d12,d13,d14,d15;  
	wire S0,S1,S2,S3,S4,S5,S6,S7,S8,S9,S10,S11,S12,S13,S14,S15,q0,q1,q2,q3,q4,q5,q6,q7,q8;  
	output q9,q10,q11,q12,q13,q14,q15;  
	mux4x1 MUX0 (b0,b1,d15, q15,q1, q0,S0);
	mux4x1 MUX1 (b0,b1,d14, q0, q2, q1,S1);
	mux4x1 MUX2 (b0,b1,d13, q1, q3, q2,S2);
	mux4x1 MUX3 (b0,b1,d12, q2, q4, q3,S3);
	mux4x1 MUX4 (b0,b1,d11, q3, q5, q4,S4);
	mux4x1 MUX5 (b0,b1,d10, q4, q6, q5,S5);
	mux4x1 MUX6 (b0,b1,d9,  q5, q7, q6,S6);
	mux4x1 MUX7 (b0,b1,d8,  q6, q8, q7,S7);
	mux4x1 MUX8 (b0,b1,d7,  q7, q9, q8,S8);
	mux4x1 MUX9 (b0,b1,d6,  q8, q10,q9,S9);
	mux4x1 MUX10 (b0,b1,d5, q9, q11,q10,S10);
	mux4x1 MUX11 (b0,b1,d4, q10,q12,q11,S11);
	mux4x1 MUX12 (b0,b1,d3, q11,q13,q12,S12);
	mux4x1 MUX13 (b0,b1,d2, q12,q14,q13,S13);
	mux4x1 MUX14 (b0,b1,d1, q13,q15,q14,S14);
	mux4x1 MUX15 (b0,b1,d0, q14,q0, q15,S15);
	ffd FF0 (S0,clk,q0);
	ffd FF1 (S1,clk,q1);
	ffd FF2 (S2,clk,q2);
	ffd FF3 (S3,clk,q3);
	ffd FF4 (S4,clk,q4);
	ffd FF5 (S5,clk,q5);
	ffd FF6 (S6,clk,q6);
	ffd FF7 (S7,clk,q7);
	ffd FF8 (S8,clk,q8);
	ffd FF9 (S9,clk,q9);
	ffd FF10 (S10,clk,q10);
	ffd FF11 (S11,clk,q11);
	ffd FF12 (S12,clk,q12);
	ffd FF13 (S13,clk,q13);
	ffd FF14 (S14,clk,q14);
	ffd FF15 (S15,clk,q15);
endmodule 
==> notes.md <==
run metrics: status finished clean, most numerous cell in the Yosys netlist dfxtp_1, Iteration-0 DRC Markers around 52, total die size 7060 sq um, clock root buffer clkbuf_8, final hold vios 0, fin cells 121, row cnt 23, Final HPWL DP 1290 um, setup total negative slack 0 ns, Num CTS Buffers 3, global route overflow 0, post-route minimum period 1.07 ns, Setup violations, final 0, WL/cell 14.0 um, final WL roughly 1700 um, All-Layer GR Usage a little over 5%, cts hold-fix bufs 0, GP Congestion about 0.77, Mapped Cells 36, first-pass GRT wire length 2920 um, yosys stat chip area a little under 800 sq um, Worst-path clk slew roughly 0.06 ns, Hold Crit Class in -> reg, IO Count 26, critical path capture point type register, Max VDD drop around 830 uV, fp_density 19.6%, Commonest flop dfxtp_1, initial antenna violation count 0, FFs w/ async S/R, synth 0%, vias post-DR between 500 and 600, Crit Path Class in -> reg, pwr dens about 1500 nW/um^2, Top cells by area dfxtp_1 41%, mux4_1 40%, mux4_2 12%, Max-cap violations 0, drt pass-1 iters 3, maximum clock insertion buffer count 2, fin crit share 97.7%, layout cells sized above 1 38.0%, Post-synth regs 16, CTS tree done, Rel. slew slack 92.6%, ant diodes 0, syn avg cell area 21.7 sq um, Vias/cell 4.26, Routed Antenna Nets 0, Crit path buffers/inverters 2, pin count of the biggest net entering global routing 10, IO Port Bufs 25, Filler cells between 300 and 400, Distinct lib cells used 5, worst setup path start b1, Ys Warns 3, flip-flops with a built-in enable 0, Logic area around 400 sq um, crit-path cells clkdlybuf4s15_2 > bufbuf_16 > mux4_2, CTS sink cnt 16, hold path start b1, Worst R2R Path Depth 2, Min Hold Slack 0.537 ns, Slew @ Worst Pin between 0.1 and 0.15 ns, Reg area 329 sq um, fin. max-slew vios 0, CTS H-tree lvls 1, vias in the first global route 572, Clk Latency, worst-skew pair approximately 0.25 ns, reg2reg end FF13.q$_DFF_P_, Synth Seq Share 41.1%, tool warnings 25, Crit path depth 3, critical path's top delay family buffers and inverters, Inst Count DP 114, Die W about 84 um, most frequent cells after synthesis 16 x dfxtp_1, 12 x mux4_1, 4 x mux4_2, area grow syn2layout 55.2%, FF-to-FF Start FF14.q$_DFF_P_, Slowest-stage cell, CP mux4_2, Post-Syn Area 779 sq um, Remaining DRCs 0, critical path arrival about 1.2 ns, Worst Setup EP FF15.q$_DFF_P_, largest area contributor in the netlist dfxtp_1, Layout Skew 0.00193 ns, RSZ-0062 raised after global routing no, DIE HEIGHT 84 um, Core Area just under 4000 sq um, Top-area cell share 41.1%, critical path fanouts, max 5, yosys cell count 36, worst path required time 1.22 ns, Leakage between 0.4 and 0.5 nW, fmax 931 MHz, reg2reg setup slack 0.06 ns, slowest stage delay, CP 0.49 ns, CP Launch Type primary input
==> through the flow <==
step	cell area, sq um	utilization (%)	worst slack [ns]	power (mW)
3_5_place_dp	1100	27.8	-0.477	1.30
3_3_place_gp	1100	27.8	-0.456	1.30
6_report	1210	30.5	0.0258	1.81
2_1_floorplan	779	-	0.0344	1.04
5_1_grt	1210	30.5	0.00387	1.94
4_1_cts	1210	30.5	0.0171	1.84
==> worst min path at each step <==
| stage | slack (ns) | endpoint | cells past startpoint |
|---|---|---|---|
| after CTS | 0.54 | FF6.q$_DFF_P_ | 3 |
| after global routing | 0.54 | FF0.q$_DFF_P_ | 3 |
| final | 0.54 | FF7.q$_DFF_P_ | 3 |
==> worst min-delay path, delay by kind of cell <==
kind     cells  cell delay (ns)
buf+inv      2             0.34
mux          1             0.19
==> cells in the final DEF (no fill, tap or decap) <==
cell / count
buf_12: 1
buf_4: 6
buf_6: 2
bufbuf_16: 1
clkbuf_8: 4
clkdlybuf4s15_2: 1
clkdlybuf4s50_1: 16
dfxtp_1: 9
dfxtp_2: 7
dlygate4sd2_1: 8
mux4_1: 11
mux4_2: 5
==> registers in the layout, indices dropped and copies added (netlist names) <==
name    count
FF12.q      1
FF0.q       1
FF10.q      1
FF7.q       1
FF5.q       1
FF8.q       1
FF14.q      1
FF1.q       1
FF9.q       1
FF15.q      1
FF4.q       1
FF3.q       1
FF11.q      1
FF13.q      1
FF6.q       1
FF2.q       1
==> layout make-up <==
cell class | count | area share [%]
clock buffers | 4 | 4.55
repair buffers | 35 | 29.9
well taps | 50 | 5.17
multi-input cells | 16 | 33.2
flip-flops and latches | 16 | 27.2
==> per-layer routing <==
| metal | vias to the layer above | global-route usage, % | part of all wire, % |
|---|---|---|---|
| met1 | 252 | 7.20 | 46 |
| met2 | 25 | 6.69 | 42 |
| met4 | 0 | 0.304 | 0.41 |
| met3 | 2 | 3.44 | 11 |
| li1 | 236 | - | - |
| met5 | - | 0 | 0 |
==> cell families after synthesis <==
group	count (synthesis)	synth area share (%)
multiplexers	16	52.0
buffers and inverters	4	6.90
flip-flops	16	41.1
==> report_power, final <==
group	internal, mW	leakage [nW]	total [mW]	switching (mW)
clock network	0.317	0.0288	0.511	0.194
logic	0.357	0.328	0.447	0.0901
registers	0.748	0.135	0.852	0.103
==> what timing repair did <==
action                                  4_1_cts  5_1_grt
resized                                      21        0
setup buffers                                 2        0
endpoints found under the setup margin       23        0
Power is estimated from default activity; no workload was simulated.
